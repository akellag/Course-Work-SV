<file path="flow/design.v">
 module alu(
      input        [7:0] in_a     ,   
      input        [7:0] in_b     ,   
      input        [3:0] opcode   ,   
	  input clk,
      output  reg  [7:0] alu_out  ,   
      output  reg        alu_zero ,   
      output  reg        alu_carry    
      );
parameter c_add         =   4'b0001; 
parameter c_sub         =   4'b0010; 
parameter c_inc         =   4'b0011; 
parameter c_dec         =   4'b0100;  
parameter c_or          =   4'b0101;  
parameter c_and         =   4'b0110;  
parameter c_xor         =   4'b0111;  
parameter c_shr         =   4'b1000; 
parameter c_shl         =   4'b1001;  
parameter c_onescomp    =   4'b1010;
 parameter c_twoscomp   =   4'b1011;
 always_comb
begin 
   alu_carry = 0;
   case (opcode)
				   c_add :begin 
						  {alu_carry, alu_out} = in_a + in_b;
						end
				   c_sub:begin  
						 {alu_carry, alu_out} = in_a ^(in_b)+ '1; 
					   end
				   c_inc :begin 
						  {alu_carry, alu_out} = in_a + 8'h01; 
						end
				   c_dec:begin 
							 {alu_carry, alu_out} = in_a - 8'h01;
					   end
				   c_or:begin 
						alu_out  = in_a | in_b;
					  end
				   c_and: begin
				   alu_out  = in_a & in_b;
				   end
				   c_xor:begin
				   alu_out  = in_a ^ in_b;
				   end
				   c_shr:begin
				   alu_out = in_a >> 1;
				   end
				   c_shl:begin
				   alu_out = in_a << 1;
				   end
				   c_onescomp:begin 
				   {alu_carry, alu_out} = ~in_a;
				   end
				   c_twoscomp:begin
				   {alu_carry, alu_out} = ~in_a + 8'h01;    
				   end
				   default: begin
				   {alu_carry, alu_out} = 8'b00000000;
				end
    endcase
	alu_zero = ~|alu_out;
	end
endmodule
</file>
<file path="flow/run.sh">
#!/bin/bash
# OpenROAD 26Q1-2900-gdf79404cd8, Yosys 0.63+post, stock flow scripts
make -C /OpenROAD-flow-scripts/flow DESIGN_CONFIG=/design/flow/config.mk WORK_HOME=/design/flow/orfs finish
</file>
<file path="flow/config.mk">
export PLATFORM = sky130hd
export DESIGN_NAME = alu
export DESIGN_NICKNAME = alu
export VERILOG_FILES = /design/flow/design.v
export SDC_FILE = /design/flow/constraint.sdc
export NUM_CORES = 4
export LEC_CHECK = 1
export CORE_AREA = 10 10 91 91
export DIE_AREA = 0 0 101 101
</file>
<file path="flow/constraint.sdc">
current_design alu

set clk_period 6.9
set clk_io_pct 0.2

create_clock -name clk0 -period $clk_period

set non_clock_inputs [all_inputs -no_clocks]
set_input_delay [expr $clk_period * $clk_io_pct] -clock clk0 $non_clock_inputs
set_output_delay [expr $clk_period * $clk_io_pct] -clock clk0 [all_outputs]
</file>
==> flow_metrics.env <==
# flow metrics
export IMPL_fp_util=0.298
export IMPL_timing_final_crit_share=0.906
export IMPL_synth_avg_cell_area_um2=6.93
export IMPL_endpoint_kind="primary output"
export IMPL_register_area_um2=0
export IMPL_start_kind="input pin"
export IMPL_yosysChipArea_mm2=0.00189
export IMPL_placed_area_mm2=0.00224
export IMPL_peakVddDrop_uv=28.4
export IMPL_slew_violations=0
export IMPL_finalSetupTns_ns=0
export IMPL_drt_iter0_drc=213
export IMPL_grt_max_degree=32
export IMPL_viasPerCell=5.90
export IMPL_p_leak_nw=0.833
export IMPL_area_growth_pct=18.5
export IMPL_grt_setup_unrepaired="false"
export IMPL_num_vias=2167
export IMPL_gr_total_overflow=0
export IMPL_syn_area_mm2=0.00189
export IMPL_cp_top_family="buffers and inverters"
export IMPL_diodes=0
export IMPL_ys_cells=273
export IMPL_chipHeight_um=101
export IMPL_utilization=0.353
export IMPL_fp_row_count=29
export IMPL_cpMostUsedCell="clkdlybuf4s50_1"
export IMPL_fmax_mhz=160
export IMPL_lay_top_cells="clkdlybuf4s50_1, inv_1, ha_1"
export IMPL_place_gp_congestion=0.983
export IMPL_period_needed_ns=6.25
export IMPL_status="finished, final reports clean"
export IMPL_grt_pass1_wl_mm=10.7
export IMPL_chipArea_mm2=0.0102
export IMPL_num_io_pins=31
export IMPL_detail_route_first_pass_iterations=5
export IMPL_final_area_mm2=0.00224
export IMPL_grt_pass1_vias=2078
export IMPL_hold_viol=0
export IMPL_routedWlPerCell_um=17.3
export IMPL_cp_cell_sequence="clkdlybuf4s50_1 -> inv_1 -> ha_1 -> a211oi_1 -> nor3b_1 -> mux2_2 -> o2111a_1 -> o2111ai_1 -> nor4_1 -> and4b_1 -> clkdlybuf4s50_1"
export IMPL_postCtsSetupBuffers=0
export IMPL_critPathKind="input pin to primary output"
export IMPL_grt_use_total=0.125
export IMPL_design_seq_count=0
export IMPL_hold_class="input pin to primary output"
export IMPL_post_cts_resized=0
export IMPL_core_mm2=0.00635
export IMPL_layout_drive_gt1_share=0.0724
export IMPL_syn_inst=273
export IMPL_max_cap_violations=0
export IMPL_grt_antenna_before_repair=0
export IMPL_setup_viol=0
export IMPL_post_dp_hpwl_mm=4.94
export IMPL_warnings=43
export IMPL_relSlewSlack=0.507
export IMPL_drcViolationCount=0
export IMPL_ant_nets=0
export IMPL_hold_buffers=0
export IMPL_yosys_warnings=1
export IMPL_io_buffers=30
export IMPL_crit_buf_inv=3
export IMPL_die_w_um=101
export IMPL_final_layout_top_logic_cell="clkdlybuf4s50_1"
export IMPL_drt_total_wl_mm=6.34
export IMPL_cp_max_fo=9
export IMPL_clkbuf_count=0
export IMPL_synthDistinctLibCells=67
export IMPL_synth_seq_share=0
export IMPL_cpPeakStageDelay_ns=0.67
export IMPL_power_density_mw_per_mm2=62.5
export IMPL_worst_slew_pin_slew_ns=0.737
export IMPL_cpMaxStageDelayCell="clkdlybuf4s50_1"
export IMPL_critPathRequiredTime_ns=5.52
export IMPL_arrival_ns=4.87
path summary, 6_finish.rpt:
path	end	from	slack, ns	cells past startpoint
min	alu_out[6]	in_a[4]	3.99	4
max	alu_zero	in_a[1]	0.65	11
routing by layer:
layer	global-route usage	up-vias	part of all wire
li1	-	1072	-
met1	0.177	983	0.45
met2	0.199	102	0.44
met3	0.0194	10	0.089
met4	0.0214	0	0.019
met5	0	-	0
cell usage after synthesis (all sizes together) (3+ instances only):
cell / number / share of area
inv: 21 / 0.042
ha: 20 / 0.13
nand2: 20 / 0.041
nor2: 19 / 0.038
xnor2: 18 / 0.083
a21oi: 16 / 0.042
o21ai: 12 / 0.032
clkbuf: 11 / 0.022
buf: 10 / 0.034
nor3: 10 / 0.026
nand3: 9 / 0.024
a31oi: 7 / 0.023
nand2b: 6 / 0.024
nor2b: 6 / 0.020
nor3b: 6 / 0.024
a211oi: 5 / 0.020
and4b: 5 / 0.026
nor4: 5 / 0.020
mux2i: 4 / 0.021
o211ai: 4 / 0.016
o22ai: 4 / 0.013
or3: 4 / 0.013
a2111oi: 3 / 0.017
worst min-delay path, cell delays in order:
cell and delay, ns:
clkdlybuf4s50_1 0.45, buf_4 0.19, o221ai_1 0.15, clkdlybuf4s50_1 0.43
per-stage QoR:
stage	hold slack, ns	setup WS (ns)	instances	total power, mW
finish	3.99	0.648	367	0.140
floorplan	2.90	2.14	273	0.0877
global route	4.08	0.216	367	0.156
global placement	3.99	0.589	367	0.139
detailed placement	4.00	0.626	367	0.139
CTS	4.01	0.616	367	0.140
report_power, final:
group / switching (mW) / internal, mW
Clock: 0 / 0
Sequential: 0 / 0
Combinational: 0.0745 / 0.0657
Total: 0.0745 / 0.0657
logic make-up (layout without fill, tap and decap cells):
family / count (synthesis) / in the layout / share of synthesized area
and+or+nand+nor: 107 / 107 / 0.338
AOI/OAI and AO/OA: 77 / 77 / 0.290
buffers and inverters: 42 / 59 / 0.0978
adders and majority gates: 21 / 21 / 0.143
xor gates and xnor gates: 20 / 20 / 0.0925
muxes: 6 / 6 / 0.0390
layout make-up:
type / instances / area, um^2
Inverter: 21 / 78.8
Tap cell: 77 / 96.3
Fill cell: 665 / 4110
Timing Repair Buffer: 38 / 360
Multi-Input combinational cell: 231 / 1710
Power is estimated from default activity; no workload was simulated.
